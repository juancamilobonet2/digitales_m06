==> flow/design.v <==
module SC_COUNTER #(parameter COUNTER_DATAWIDTH=8)(
	SC_COUNTER_signal_OutLow,
	SC_COUNTER_CLOCK_50,
	SC_COUNTER_RESET_InHigh,
	SC_COUNTER_LOAD_InLow,
	SC_COUNTER_data_InBUS
);
output reg		SC_COUNTER_signal_OutLow;
input		SC_COUNTER_CLOCK_50;
input		SC_COUNTER_RESET_InHigh;
input		SC_COUNTER_LOAD_InLow;	
input 		[COUNTER_DATAWIDTH-1:0] SC_COUNTER_data_InBUS;
reg [COUNTER_DATAWIDTH-1:0] COUNTER_limit;
reg [COUNTER_DATAWIDTH-1:0] COUNTER_count;
reg [COUNTER_DATAWIDTH-1:0] COUNTER_data_signal;
reg [COUNTER_DATAWIDTH-1:0] COUNTER_count_signal;
always @(*)
begin
	if (SC_COUNTER_LOAD_InLow == 1'b0) begin
		COUNTER_data_signal = SC_COUNTER_data_InBUS;
		COUNTER_count_signal = 0;
	end
	else begin
		COUNTER_data_signal = COUNTER_limit;
		COUNTER_count_signal = COUNTER_count;
	end
end	
always @(posedge SC_COUNTER_CLOCK_50, posedge SC_COUNTER_RESET_InHigh)
begin
	if (SC_COUNTER_RESET_InHigh == 1'b1) begin
		COUNTER_limit <= 0;
	end
	else if (COUNTER_limit == 1'b0) begin
		SC_COUNTER_signal_OutLow <= 1'b1;
		COUNTER_limit <= COUNTER_data_signal;
		COUNTER_count <= COUNTER_count_signal;
	end
	else if (COUNTER_count_signal == COUNTER_limit) begin
		SC_COUNTER_signal_OutLow <= 1'b0;
		COUNTER_limit <= COUNTER_data_signal;
		COUNTER_count <= 0;
	end
	else begin
		SC_COUNTER_signal_OutLow <= 1'b1;
		COUNTER_count <= COUNTER_count_signal + 1;
		COUNTER_limit <= COUNTER_data_signal;
	end
end
endmodule
==> flow/run.sh <==
#!/bin/bash
# OpenROAD 26Q1-2900-gdf79404cd8, Yosys 0.63+post, stock flow scripts
make -C /OpenROAD-flow-scripts/flow DESIGN_CONFIG=/design/flow/config.mk WORK_HOME=/design/flow/orfs finish
==> flow/config.mk <==
export PLATFORM = sky130hd
export DESIGN_NAME = SC_COUNTER
export DESIGN_NICKNAME = SC_COUNTER
export VERILOG_FILES = /design/flow/design.v
export SDC_FILE = /design/flow/constraint.sdc
export NUM_CORES = 4
export LEC_CHECK = 1
export CORE_AREA = 10 10 84 84
export DIE_AREA = 0 0 94 94
==> flow/constraint.sdc <==
current_design SC_COUNTER

set clk_period 4.5
set clk_io_pct 0.2

create_clock -name clk0 -period $clk_period [get_ports {SC_COUNTER_CLOCK_50}]

set non_clock_inputs [all_inputs -no_clocks]
set_input_delay [expr $clk_period * $clk_io_pct] -clock clk0 $non_clock_inputs
set_output_delay [expr $clk_period * $clk_io_pct] -clock clk0 [all_outputs]
==> flow_summary.html <==
<h3>Run summary</h3>
<table>
<tr><th>Metric</th><th>Value</th></tr>
<tr><th colspan="2">Critical path</th></tr>
<tr><td>CP max FO</td><td>14</td></tr>
<tr><td>Class of the most critical setup path</td><td>in2reg</td></tr>
<tr><td>Required time worst endpoint</td><td>roughly 4.5 ns</td></tr>
<tr><td>Longest individual stage delay on the worst path</td><td>roughly 0.73 ns</td></tr>
<tr><td>Critical-path cell with the highest stage delay</td><td>sky130_fd_sc_hd__clkdlybuf4s50_1</td></tr>
<tr><td>Element type at the critical path end</td><td>register</td></tr>
<tr><td>Setup crit start kind</td><td>input pin</td></tr>
<tr><td>Chain of cells forming the critical path</td><td>clkdlybuf4s50_1 -&gt; buf_4 -&gt; nand4b_1 -&gt; o22ai_1 -&gt; a21oi_1 -&gt; nor4_4 -&gt; o32ai_1</td></tr>
<tr><td>Critical Path AT</td><td>about 2.8 ns</td></tr>
<tr><th colspan="2">Clock tree</th></tr>
<tr><td>Clock buffers created by TritonCTS</td><td>3</td></tr>
<tr><td>Number of post-CTS setup repair buffers</td><td>0</td></tr>
<tr><td>Worst-Skew Late Latency</td><td>0.25 ns</td></tr>
<tr><td>Clock-pin slew on the worst setup and hold paths</td><td>0.06 ns</td></tr>
<tr><td>Post-cts hold-fix buffer tally</td><td>0</td></tr>
<tr><td>Longest Clk Path Bufs</td><td>2</td></tr>
<tr><td>Master cell of the clock root buffer</td><td>sky130_fd_sc_hd__clkbuf_8</td></tr>
<tr><td>H-tree depth reported by CTS</td><td>1</td></tr>
<tr><td>TritonCTS clock tree</td><td>done</td></tr>
<tr><td>Number of sinks on the clock net</td><td>17</td></tr>
<tr><td>Post-cts gate resize count</td><td>0</td></tr>
<tr><th colspan="2">Power</th></tr>
<tr><td>Reported leakage power</td><td>0.427 nW</td></tr>
<tr><td>Seq pwr share</td><td>a little over half</td></tr>
<tr><td>Highest ir drop seen on vdd</td><td>0.000146 V</td></tr>
<tr><td>Power Dens Cells</td><td>~290 mW/mm^2</td></tr>
<tr><td>Combinational share of power</td><td>between 10% and 20%</td></tr>
<tr><td>Clk network pwr share</td><td>between 30% and 40%</td></tr>
<tr><td>Internal Dissipation</td><td>between 0.0002 and 0.0003 W</td></tr>
<tr><td>Total power</td><td>0.000366 W</td></tr>
<tr><td>Switch share</td><td>about 25%</td></tr>
<tr><td>Switching power</td><td>between 0.00009 and 0.0001 W</td></tr>
<tr><th colspan="2">Timing</th></tr>
<tr><td>Final TNS setup</td><td>0 ns</td></tr>
<tr><td>Count of pins over their slew limit</td><td>0</td></tr>
<tr><td>Slew @ Worst Pin</td><td>between 0.6 and 0.7 ns</td></tr>
<tr><td>Upper clock frequency limit</td><td>~350 MHz</td></tr>
<tr><td>Setup violation total in the final timing report</td><td>0</td></tr>
<tr><td>RSZ-0062 raised after global routing</td><td>false</td></tr>
<tr><td>Final hold violation count</td><td>0</td></tr>
<tr><td>Setup Skew</td><td>~0.0021 ns</td></tr>
<tr><td>Relative slew slack</td><td>between 50 and 60%</td></tr>
<tr><td>Final critical path time including I/O delays and setup</td><td>roughly 2.8 ns</td></tr>
<tr><td>Final period util</td><td>about 63%</td></tr>
<tr><td>Min Hold Slack</td><td>around 0.55 ns</td></tr>
<tr><th colspan="2">Floorplanning</th></tr>
<tr><td>Number of core rows</td><td>26</td></tr>
<tr><td>Area inside the core boundary</td><td>~0.0052 mm^2</td></tr>
<tr><td>DIE HEIGHT</td><td>approximately 94 um</td></tr>
<tr><td>Core Util at FP</td><td>between 10% and 20%</td></tr>
<tr><td>I/O pin count</td><td>12</td></tr>
<tr><td>Die X</td><td>approximately 94 um</td></tr>
<tr><td>Die Area</td><td>a little under 0.009 mm^2</td></tr>
<tr><th colspan="2">Place</th></tr>
<tr><td>Quantity of I/O buffers inserted on ports</td><td>11</td></tr>
<tr><td>Weighted congestion at the end of routability-driven global placement</td><td>~0.84</td></tr>
<tr><td>Detail Placement HPWL</td><td>1540 um</td></tr>
<tr><th colspan="2">Logic synthesis</th></tr>
<tr><td>Number of synthesized flops with an enable pin</td><td>9</td></tr>
<tr><td>Library cell with the largest summed area after synthesis</td><td>sky130_fd_sc_hd__edfxtp_1</td></tr>
<tr><td>Main area contributors after synthesis</td><td>sky130_fd_sc_hd__edfxtp_1, sky130_fd_sc_hd__dfrtp_1, sky130_fd_sc_hd__mux2_2</td></tr>
<tr><td>Async set-or-reset flop fraction in the synthesized netlist</td><td>between 40% and 50%</td></tr>
<tr><td>Instance tally after logic synthesis</td><td>around 97</td></tr>
<tr><td>Yosys warning count</td><td>1</td></tr>
<tr><td>Ys flops</td><td>17</td></tr>
<tr><td>Distinct cell type count of the synthesized netlist</td><td>28</td></tr>
<tr><td>YS chip area</td><td>between 0.001 and 0.0015 mm^2</td></tr>
<tr><td>Register area share after synthesis</td><td>between 40% and 50%</td></tr>
<tr><td>Syn Area/Cell</td><td>roughly 11 um^2</td></tr>
<tr><td>Area of the mapped netlist</td><td>around 0.001 mm^2</td></tr>
<tr><td>Number of cells in the yosys synthesis report</td><td>~97</td></tr>
<tr><td>Area share of the largest cell type after synthesis</td><td>26.5%</td></tr>
<tr><td>Top_reg_cell synth</td><td>sky130_fd_sc_hd__edfxtp_1</td></tr>
<tr><th colspan="2">Status</th></tr>
<tr><td>Run status</td><td>finished, final reports clean</td></tr>
<tr><th colspan="2">Final layout</th></tr>
<tr><td>P&amp;R area growth vs syn</td><td>21.8%</td></tr>
<tr><td>Most frequently placed logic cells in the final layout</td><td>sky130_fd_sc_hd__nand2_1, sky130_fd_sc_hd__clkdlybuf4s50_1, sky130_fd_sc_hd__edfxtp_1, sky130_fd_sc_hd__mux2_2, sky130_fd_sc_hd__dfrtp_1</td></tr>
<tr><td>Final cell utilization of the core</td><td>around a quarter</td></tr>
<tr><td>Fraction of layout instances using a drive strength above 1</td><td>approximately 14%</td></tr>
<tr><td>Top cell excl fill/tap</td><td>sky130_fd_sc_hd__nand2_1</td></tr>
<tr><th colspan="2">Global routing</th></tr>
<tr><td>Global-route wire length before repair</td><td>between 3000 and 4000 um</td></tr>
<tr><td>Grt ovf</td><td>0</td></tr>
<tr><td>Vias in the first global route</td><td>687</td></tr>
<tr><td>All-layer global routing usage</td><td>under 10%</td></tr>
<tr><td>Antenna violations before repair</td><td>0</td></tr>
<tr><td>Largest net degree at the start of global routing</td><td>18</td></tr>
<tr><th colspan="2">Detailed routing</th></tr>
<tr><td>Total wirelength of the detailed-routed design</td><td>2070 um</td></tr>
<tr><td>Number of design rule violations left after detail routing</td><td>0</td></tr>
<tr><td>Number of search-and-repair iterations in the first detailed-routing pass</td><td>4</td></tr>
<tr><td>Overall via count from detail_route</td><td>770</td></tr>
<tr><td>Detail-routed net length per standard cell</td><td>~12 um</td></tr>
<tr><td>Post-DR vias/cell</td><td>between 4 and 5</td></tr>
<tr><td>Number of antenna diodes</td><td>0</td></tr>
<tr><td>DRT iter0 DRCs</td><td>around 95</td></tr>
<tr><td>Number of nets with antenna violations after detailed routing</td><td>0</td></tr>
<tr><th colspan="2">Run</th></tr>
<tr><td>Max Cap Viol</td><td>0</td></tr>
<tr><td>OpenROAD warning count</td><td>25</td></tr>
<tr><th colspan="2">Worst hold path</th></tr>
<tr><td>Class of the most critical hold timing path</td><td>reg2reg</td></tr>
</table>
==> through the flow <==
stage | setup slack [ns] | cells | cell area, um^2
after floorplan | 2.51 | 97 | 1020
after global placement | 1.42 | 174 | 1200
after detailed placement | 1.41 | 174 | 1200
after CTS | 1.67 | 178 | 1240
after global routing | 1.49 | 178 | 1240
final | 1.66 | 178 | 1240
==> Yosys cell counts, types with 2 or more instances <==
library cell                instances
sky130_fd_sc_hd__a211oi_1           2
sky130_fd_sc_hd__o32ai_1            2
sky130_fd_sc_hd__inv_1              2
sky130_fd_sc_hd__a2bb2oi_1          2
sky130_fd_sc_hd__nand2_1           14
sky130_fd_sc_hd__edfxtp_1           9
sky130_fd_sc_hd__and4bb_1           2
sky130_fd_sc_hd__buf_4              2
sky130_fd_sc_hd__o22ai_1            2
sky130_fd_sc_hd__nor2_1             6
sky130_fd_sc_hd__dfrtp_1            8
sky130_fd_sc_hd__xor2_1             3
sky130_fd_sc_hd__a31oi_1            3
sky130_fd_sc_hd__o21ai_0            4
sky130_fd_sc_hd__mux2_2             9
sky130_fd_sc_hd__clkbuf_1           2
sky130_fd_sc_hd__a21oi_1            3
sky130_fd_sc_hd__nand3_1            6
sky130_fd_sc_hd__xnor2_1            7
==> cell families (layout without fill, tap and decap cells) <==
logic type      Yosys count  count (layout)  synth area share, %
mux                       9               9                 9.93
simple gates             34              34                 18.6
xor+xnor                 10              10                 8.58
buf+inv                   7              18                 3.43
flops                    17              17                 46.1
compound gates           20              20                 13.4
==> registers in the layout, indices dropped and copies added, names as in the netlist <==
signal / count
COUNTER_count: 8
COUNTER_limit: 8
SC_COUNTER_signal_OutLow: 1
==> worst paths after layout <==
kind	start	to	slack [ns]	depth (start not counted)
worst max-delay path	SC_COUNTER_LOAD_InLow	COUNTER_count[4]	1.66	7
worst min-delay path	COUNTER_limit[3]	COUNTER_limit[3]	0.55	1
worst max register to register	COUNTER_limit[4]	COUNTER_count[5]	2.45	5
worst min register to register	COUNTER_limit[3]	COUNTER_limit[3]	0.55	1
max in group asynchronous	SC_COUNTER_RESET_InHigh	COUNTER_limit[3]	3.05	2
min in group asynchronous	SC_COUNTER_RESET_InHigh	COUNTER_limit[4]	1.04	2
==> critical path: cells and delay by family <==
kind                   cells  cell delay [ns]
AOI/OAI and AO/OA          3             0.40
buffers and inverters      2             1.01
and+or+nand+nor            2             0.50
==> power groups by stage <==
stage / sequential [W] / combinational (W) / clock, W
global route: 0.000196 / 0.0000681 / 0.000123
finish: 0.000194 / 0.0000614 / 0.000110
CTS: 0.000194 / 0.0000622 / 0.000117
==> layout make-up <==
type,count,area [um^2]
clock buffer,4,45.0
fill,567,3960
inverter,2,7.51
multi-input combinational,73,515
sequential,17,470
tap,70,87.6
timing repair buffer,12,118
==> metal layers <==
layer / global-route usage [%] / vias to the layer above / wire [um]
met5: 0 / - / 0
met4: 0.633 / 0 / 27
met3: 1.29 / 2 / 106
met2: 6.62 / 26 / 864
met1: 6.75 / 360 / 1070
li1: - / 382 / -
Power is estimated from default activity; no workload was simulated.
